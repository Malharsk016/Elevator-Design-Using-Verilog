`/design/flow/run.sh`:
```
#!/bin/bash
# OpenROAD 26Q1-2900-gdf79404cd8, Yosys 0.63+post, stock flow scripts
make -C /OpenROAD-flow-scripts/flow DESIGN_CONFIG=/design/flow/config.mk WORK_HOME=/design/flow/orfs finish
```
`/design/flow/config.mk`:
```
export PLATFORM = sky130hd
export DESIGN_NAME = elevatorproject2
export DESIGN_NICKNAME = elevatorproject2
export VERILOG_FILES = /design/flow/design.v
export SDC_FILE = /design/flow/constraint.sdc
export NUM_CORES = 4
export LEC_CHECK = 1
export CORE_AREA = 10 10 76 76
export DIE_AREA = 0 0 86 86
```
`/design/flow/constraint.sdc`:
```
current_design elevatorproject2

set clk_period 5.1
set clk_io_pct 0.2

create_clock -name clk0 -period $clk_period [get_ports {clk}]

set non_clock_inputs [all_inputs -no_clocks]
set_input_delay [expr $clk_period * $clk_io_pct] -clock clk0 $non_clock_inputs
set_output_delay [expr $clk_period * $clk_io_pct] -clock clk0 [all_outputs]
```
`/design/flow/design.v`:
```
`timescale 1ns / 1ps
module elevatorproject2 (
    input clk,
    input reset,
    input wire [5:0] current_floor,
    input wire [5:0] requested_floor,
    output reg [5:0] elevator_floor
);
    reg [1:0] door_open;      
    reg [1:0] state;          
    parameter FLOOR_COUNT = 50;      
    parameter STABLE = 2'b00;        
    parameter MOVE_UP = 2'b01;       
    parameter MOVE_DOWN = 2'b10;     
    always @(posedge clk or posedge reset) begin
        if (reset) begin
            elevator_floor <= 0;
            door_open <= 1'b0;
            state <= STABLE;
        end else begin
            case (state)
                STABLE: begin
                    if (current_floor != requested_floor) begin
                        elevator_floor <= current_floor;
                        if (current_floor < requested_floor)
                            state <= MOVE_UP;
                        else
                            state <= MOVE_DOWN;
                    end
                end
                MOVE_UP: begin
                    if (current_floor == requested_floor)begin
                        state <= STABLE;
								 door_open <= 1'b1; 
								 end
                    else if (current_floor < requested_floor)
                        elevator_floor <= elevator_floor + 1;
								else
								 door_open <= 1'b0;
                end
                MOVE_DOWN: begin
                    if (current_floor == requested_floor)begin
                        state <= STABLE;
								 door_open <= 1'b1;
                        end					  
                    else if (current_floor > requested_floor)
                        elevator_floor <= elevator_floor - 1;
								else
                    door_open <= 1'b0;
                end
            endcase
        end
    end
endmodule
```
==> deck_impl_summary.md <==
Synthesis and Place & Route Summary

Status
  – Status: finished, final reports clean

STA
  – Final hold slack: 0.564 ns
  – Final setup fails: 0
  – Worst clock skew: 0.00190 ns
  – Fin crit period: 3.00 ns
  – Max-slew violations: 0
  – Worst slew margin: 63.0%
  – Slew @ Worst Pin: 0.553 ns
  – Final critical-path share of the clock period: 58.8%
  – Unrepaired setup endpoints after global routing: no
  – Fmax: 334 MHz
  – Final hold viol count: 0
  – Setup ws final: 2.10 ns
  – Setup TNS: 0 ns

Clock tree
  – Worst-path clk slew: 0.05 ns
  – Cts bufs inserted: 3
  – CTS H-tree lvls: 1
  – Root Buffer: clkbuf_8
  – Clock Sinks: 9
  – Clk ins delay skew pair: 0.23 ns
  – Post-CTS Setup Inserts: 0
  – CTS tree: done
  – Clock Path Buffers: 2
  – Hold buffer count at CTS: 0
  – Post-CTS Resized: 0

Worst setup path
  – Crit start category: input port
  – Critical Path AT: 3.10 ns
  – Kind of critical path: input port to flop
  – Crit path max fanout: 12
  – CP Data Required Time: 5.20 ns
  – Worst setup EP type: flop

Synthesis
  – Biggest area cells: dfrtp_1, ha_1, inv_1
  – Ys Warns: 1
  – Seq/Total Area, Yosys: 27.4%
  – Post-synth EDFFs: 0
  – Mean area per synthesized cell: 8.62 um^2
  – Post-synthesis async set-or-reset flop share: 100%
  – Synth Flop Type: dfrtp_1
  – Max-area cell share: 24.2%
  – Cell Area, Synth: 827 um^2
  – YS chip area: 827 um^2
  – Mapped Cells: 96
  – Yosys cell types: 36
  – Post-synth regs: 9
  – Largest area contributor in the netlist: dfrtp_1
  – Yosys cell count: 96

Drt
  – Drt total wl: 1950 um
  – Routed Antenna Nets: 0
  – Ant. Diodes: 0
  – Drt drc: 0
  – Initial drt markers: 43
  – Vias: 721
  – TritonRoute pass-1 iters: 4
  – Drt via density: 4.34
  – WL/cell: 11.7 um

Global route
  – Total gr overflow: 0
  – Largest net degree at the start of global routing: 13
  – Antenna violations before repair: 0
  – Global-route wire length before repair: 3280 um
  – Total GRT Usage: 5.28%
  – Vias in the first global route: 688

Pwr
  – Clock power share: 15.9%
  – Power Density: 478 nW/um^2
  – Cell internal pwr: 0.312 mW
  – Pleak: 0.480 nW
  – Logic pwr share: 57.2%
  – Switching power: 0.215 mW
  – Part of the power in registers: 27.0%
  – Worst IR Drop VDD: 107 uV
  – Fraction of power spent switching nets: 40.9%
  – Total Power: 0.527 mW

Finish
  – Top Layout Cells: clkdlybuf4s50_1, inv_1, nor2_1, ha_1
  – Fraction of layout cells with a size suffix above 1: 11.2%
  – Non-filler instance count after layout: 166
  – Final core occ: 26.8%
  – Fin area: 1100 um^2
  – Most numerous logic cell after layout: clkdlybuf4s50_1
  – Area Overhead vs Synth: 33.4%

Flow run
  – Max cap viols: 0
  – Stage-log warning count: 25

Die
  – Die x size: 86 um
  – Die height: 86 um
  – Core box area: 4120 um^2
  – DIE AREA: 7400 um^2
  – Number of placement rows: 23
  – I/O pins: 20
  – Initial Utilization: 20.1%

Place
  – Post-Place Setup Slack: 1.86 ns
  – Number of port buffers: 19
  – Area after DPL: 1060 um^2
  – Final GP Congestion: 0.837
  – DP HPWL: 1660 um
  – Placed Cells: 162

Hold path
  – Min-delay worst type: flop to flop
[worst paths after layout]
kind / from / endpoint / slack, ns / cells past startpoint
worst max-delay path: requested_floor[5] / elevator_floor[5] / 2.10 / 9
worst min-delay path: elevator_floor[3] / elevator_floor[3] / 0.56 / 2
worst max register to register: state[1] / elevator_floor[5] / 2.97 / 7
worst min register to register: elevator_floor[3] / elevator_floor[3] / 0.56 / 2
max in group asynchronous: reset / state[0] / 3.73 / 2
min in group asynchronous: reset / elevator_floor[0] / 1.06 / 2
[power by group through the flow]
stage	clock, mW	combinational, mW	sequential [mW]
after CTS	0.0854	0.306	0.143
after global routing	0.0894	0.346	0.149
final	0.0836	0.301	0.142
[cell families (layout without fill, tap and decap cells)]
kind of cell / count (synthesis) / count (layout) / share of synthesized area, %
flip-flops: 9 / 9 / 27.4
AND-OR/OR-AND: 30 / 30 / 26.0
AND/OR/NAND/NOR: 28 / 28 / 17.7
buffers and inverters: 15 / 35 / 8.02
multiplexers: 1 / 1 / 1.21
XOR/XNOR: 2 / 2 / 2.12
adder cells (fa/ha/maj): 11 / 11 / 17.5
[synth_stat cells, types with 2 or more instances]
cell	count
a211oi_1	3
a21o_1	2
a21oi_1	8
a21oi_2	3
dfrtp_1	8
ha_1	10
inv_1	12
nand2_1	4
nand3_1	2
nor2_1	10
nor2b_1	2
nor3_1	2
nor3b_1	2
o21a_1	2
o21ai_0	5
[routing by layer]
metal,part of all wire [%],track usage (%),vias up,wire [um]
met5,0,0,-,0
met4,1.3,1.05,0,25
met3,4.8,1.72,2,94
met2,43,7.64,11,841
met1,51,7.48,329,986
li1,-,-,379,-
[state kept, by name, summed over array words and instances (netlist names)]
register,flops
state,3
elevator_floor,6
[worst max-delay path: stages]
cell and delay [ns]:
clkdlybuf4s50_1 0.46, inv_1 0.04, ha_1 0.30, and4_4 0.21
o21ai_2 0.07, o211ai_2 0.16, a211oi_4 0.57, nand2b_1 0.18
nand4_1 0.09
[cell type report]
| class | count | area [um^2] |
|---|---|---|
| clock buffer | 4 | 45.0 |
| fill | 443 | 3010 |
| inverter | 12 | 45.0 |
| multi-input combinational | 72 | 534 |
| sequential | 9 | 226 |
| tap | 50 | 62.6 |
| timing repair buffer | 19 | 190 |
No activity file was given, so power comes from the tool's default toggle rates.
